--- flow/design.v ---
`timescale 1ns/1ns
module PC(
    input clk,
    input [31:0]suma,
    output reg [31:0] PCout);
    initial begin
        PCout = 32'd0;
    end
    always @(negedge clk) begin
        PCout = suma;
    end
endmodule
--- flow/run.sh ---
#!/bin/bash
# OpenROAD 26Q1-2900-gdf79404cd8, Yosys 0.63+post, stock flow scripts
make -C /OpenROAD-flow-scripts/flow DESIGN_CONFIG=/design/flow/config.mk WORK_HOME=/design/flow/orfs finish
--- flow/config.mk ---
export PLATFORM = sky130hd
export DESIGN_NAME = PC
export DESIGN_NICKNAME = PC
export VERILOG_FILES = /design/flow/design.v
export SDC_FILE = /design/flow/constraint.sdc
export NUM_CORES = 4
export LEC_CHECK = 1
export CORE_AREA = 10 10 86 86
export DIE_AREA = 0 0 96 96
--- flow/constraint.sdc ---
current_design PC

set clk_period 1.0
set clk_io_pct 0.2

create_clock -name clk0 -period $clk_period [get_ports {clk}]

set non_clock_inputs [all_inputs -no_clocks]
set_input_delay [expr $clk_period * $clk_io_pct] -clock clk0 $non_clock_inputs
set_output_delay [expr $clk_period * $clk_io_pct] -clock clk0 [all_outputs]
==> results_dict.tcl <==
# implementation run metrics
set metrics [dict create \
    critPathKind "reg2out" \
    syn_inst 33 \
    violations "setup timing" \
    place_ws_ps -502 \
    worst-path-buf-inv 1 \
    fp.dieW_um 96 \
    ys_ff 32 \
    yosysWarningCount 1 \
    ant_nets 0 \
    synth_area_leader_cell "dfxtp_1" \
    synthesis.area_um2 644 \
    die_area_mm2 0.00922 \
    cts_hold_buffers 0 \
    critical_path.top_delay_family "flip-flops" \
    track_usage_pct 4.70 \
    vias_per_cell 2.97 \
    clockBufferDepth 2 \
    htree_levels 2 \
    worst_path_largest_cell_delay_ps 290 \
    hp-class "in2reg" \
    vias 618 \
    final-comb-area_um2 0 \
    fp_util_pct 11.6 \
    ir_drop_uv 686 \
    worstMarginPinSlew_ps 82.5 \
    clkTransAtPathRegs_ps 30 \
    cts_tree "yes" \
    area_growth_pct 128 \
    dp.cells 169 \
    maxSlewViolCount 0 \
    worstPathCellList "buf_2" \
    setup_viol_count_final 32 \
    top_cell_area_share_pct 99.4 \
    required_ps 800 \
    yosys_area_um2 644 \
    cp-end-kind "primary output" \
    synth_async_sr_flop_share_pct 0 \
    drtPass1Iterations 2 \
    overflow 0 \
    path_max_fanout 1 \
    ys_cells 33 \
    fin_cells 208 \
    ys.flop_type "dfxtp_1" \
    pin_count 65 \
    area_leaders "dfxtp_1 (99%), inv_1 (0.58%)" \
    n_fill_cell 593 \
    grt_pass1_vias 701 \
    drc 0 \
    p_leak_nw 0.756 \
    numCtsBuffers 5 \
    grt_pass1_wl_mm 3.24 \
    final_layout_size_suffix_gt1_share_pct 30.9 \
    die_h_um 96 \
    wl_per_cell_um 11.2 \
    arrival_ps 1250 \
    cts_root_buf "clkbuf_8" \
    coreArea_mm2 0.00554 \
    post-route-util_pct 26.5 \
    largest_register_ffs 32 \
    fin_ws_ps -447 \
    clkSinkCount 32 \
    max-cap-violations 0 \
    syn_area_per_cell_um2 19.5 \
    synthTopCellsByCount "dfxtp_1 (32), inv_1 (1)" \
    port_buffers 64 \
    wl_mm 2.34 \
    placementRows 27 \
    enable_flop_cells 0 \
    setup.worst_path.start_class "flop" \
    grt_antenna_before_repair 0 \
    cp_slowest_cell "dfxtp_1" \
    yosysMostFrequentCell "dfxtp_1" \
    outcome "finished, violations left" \
    ys_seq_share_pct 99.4 \
    num_antenna_cells 0 \
    hold_viol 0 \
    grt_max_degree 11 \
    relSlewSlack_pct 94.5 \
    warning_count 59 \
    powerDensity_mw_per_mm2 2370 \
    comb.multi_input.count 0 \
    synth.distinct_cells 2 \
    drtIter0Drc 6 \
    rsz0062_at_grt "yes" \
    gp_congestion 0.702 \
]
-- power by group --
part,internal (mW),switching (mW)
Sequential,1.36,0.0131
Clock,1.16,0.781
Combinational,0.149,0.0274
-- area by class of cell --
type	count	area [um^2]	share of cell area [%]
Timing Repair Buffer	64	480	32.7
Sequential cell	32	643	43.8
Clock buffer	5	68.8	4.69
Tap cell	72	90.1	6.14
Clock inverter	35	185	12.6
-- through the flow --
step / setup TNS (ps) / total power [mW] / area (um^2) / hold WS [ps]
floorplan: 0 / 1.57 / 644 / 728
global placement: -21450 / 1.83 / 1380 / 1150
detailed placement: -21690 / 1.84 / 1380 / 1150
CTS: -14340 / 3.61 / 1470 / 782
global route: -15130 / 3.79 / 1470 / 774
finish: -13640 / 3.48 / 1470 / 800
-- final timing paths --
path                  slack, ps       from         to  cells after the start
worst min-delay path        800   suma[22]  PCout[22]                      1
worst max-delay path       -450  PCout[31]  PCout[31]                      1
-- repair_timing --
item	CTS	global route
gates cloned	0	0
setup endpoints to repair	32	32
gates resized	101	0
setup buffers	0	0
-- cells by family after synthesis --
family and synth area share [%]:
buf+inv 0.582, flops 99.4
-- routing by layer --
layer  vias to the layer above  global-route usage, %  share of wire [%]
met5                         -                      0                  0
met4                         0                   3.07                1.5
met3                         6                   5.90                 19
met2                        47                   6.28                 47
met1                       264                   3.64                 33
li1                        301                      -                  -
-- placed cells by master (no fill, tap or decap), drive strengths merged --
cell type,instances
inv,32
clkdlybuf4s50,32
buf,32
dfxtp,32
clkbuf,5
bufinv,2
clkinvlp,1
No activity file was given, so power comes from the tool's default toggle rates.

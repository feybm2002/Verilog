<file path="flow/run.sh">
#!/bin/bash
# OpenROAD 26Q1-2900-gdf79404cd8, Yosys 0.63+post, stock flow scripts
make -C /OpenROAD-flow-scripts/flow DESIGN_CONFIG=/design/flow/config.mk WORK_HOME=/design/flow/orfs finish
</file>
<file path="flow/config.mk">
export PLATFORM = sky130hd
export DESIGN_NAME = Mux
export DESIGN_NICKNAME = Mux
export VERILOG_FILES = /design/flow/design.v
export SDC_FILE = /design/flow/constraint.sdc
export NUM_CORES = 4
export LEC_CHECK = 1
export CORE_AREA = 10 10 70 70
export DIE_AREA = 0 0 80 80
</file>
<file path="flow/constraint.sdc">
current_design Mux

set clk_period 1.0
set clk_io_pct 0.2

create_clock -name clk0 -period $clk_period

set non_clock_inputs [all_inputs -no_clocks]
set_input_delay [expr $clk_period * $clk_io_pct] -clock clk0 $non_clock_inputs
set_output_delay [expr $clk_period * $clk_io_pct] -clock clk0 [all_outputs]
</file>
<file path="flow/design.v">
`timescale 1ns/1ns
module Mux(
    input sel,
    input [31:0]int0,
    input [31:0]int1,
    output reg [31:0]out);
    always @*
     begin
         case(sel)
         1'b0:
         begin
             out = int0;
         end
         1'b1:
         begin
             out = int1;
         end
         endcase 
    end
endmodule
</file>
==> ci_impl_report.md <==
## PnR job results

| Metric | Value |
|---|---|
| Clock power frac | `0%` |
| Core area | `3416 um2` |
| Die height | `80 um` |
| Sw Pwr | `140.8 uW` |
| Final period utilization | `117.5%` |
| PwrDens | `388.7 nW/um2` |
| GR Overflow Total | `0` |
| Part of the power in registers | `0%` |
| Total Wirelength | `2.849 mm` |
| Crit start category | `primary input` |
| Core Rows | `21` |
| Synth Seq Share | `0%` |
| DPL Wire Length | `2.396 mm` |
| Via density | `3.802` |
| Largest net degree at the start of global routing | `8` |
| Flops | `0` |
| Syn. warnings | `1` |
| Cell area after layout | `1698 um2` |
| Worst Path Required | `0.80 ns` |
| Synth area leader | `mux2_4` |
| Tool warnings | `34` |
| Critical Path Start | `sel` |
| Gpl congestion | `0.7595` |
| Final Critical Period | `1.175 ns` |
| Hold Vio Cnt, Final | `0` |
| Vias in the first global route | `824` |
| Fillers | `327` |
| Sequential Area | `0 um2` |
| Synthesized area per cell | `15.12 um2` |
| Setup WS post-layout | `-0.1754 ns` |
| Initial antenna violation count | `0` |
| Drt first-iter violations | `4` |
| Antenna Nets Post-Route | `0` |
| Area after DPL | `1536 um2` |
| CLK BUF | `0` |
| Cts hold-fix bufs | `0` |
| Hold Crit Class | `in2out` |
| Cell Type Count | `4` |
| Total die area | `6400 um2` |
| Failing checks | `setup timing` |
| Critical hold path startpoint | `int0[24]` |
| TNS Setup | `-5.032 ns` |
| Pint | `519.2 uW` |
| Comb pwr share | `100.0%` |
| Synthesized cell area | `544.3 um2` |
| Area delta synth->final | `212.0%` |
| Fmax | `850.8 MHz` |
| Worst-path maximum fanout | `7` |
| Number of top-level pins | `97` |
| Wirelength per Cell | `14.84 um` |
| Static Leakage | `0.9905 nW` |
| Share of cells above drive strength 1 | `56.16%` |
| Total GRT Usage | `7.873%` |
| Worst hold slack | `0.6943 ns` |
| CP Capture Type | `output pin` |
| Tightest Pin Transition | `0.06111 ns` |
| Port Buffers | `97` |
| DR pass1 iterations | `2` |
| Max cap viols | `0` |
| Die W | `80 um` |
| WS Path Type | `in2out` |
| Vias | `730` |
| Drc violations | `0` |
| Synth top cell by count | `mux2_4` |
| Biggest area cells | `mux2_4 83%, buf_12 11%, mux2_2 4.1%` |
| Switching share of power | `21.33%` |
| Yosys stat cell total | `36` |
| Status | `complete, but fails checks` |
| Cell count after synthesis | `36` |
| Fp util | `15.93%` |
| # diodes | `0` |
| Post-synth area from yosys stat | `544.3 um2` |
| RSZ-0062 raised after global routing | `yes` |
| Commonest cells post-synth | `30 x mux2_4, 3 x buf_12, 2 x mux2_2, 1 x buf_6` |
| Peak supply drop | `173.4 uV` |
| Top cell area share | `82.76%` |
| First-pass GRT wire length | `4.146 mm` |
| Critical Path AT | `0.98 ns` |
| Finish-stage setup viols | `32` |
| Slew margin rel. | `95.92%` |
| Max-slew violation count | `0` |
==> cells by family (layout without fill, tap and decap cells) <==
kind of cell           Yosys count  after routing  share of synthesized area [%]
buffers and inverters            4            114                          13.10
muxes                           32             32                          86.90
==> power by group through the flow <==
stage         sequential (mW)  combinational, mW  clock [mW]
CTS                         0              0.644           0
global route                0              0.706           0
finish                      0              0.660           0
==> routing by layer <==
metal | share of wire [%] | global-route usage, % | up-vias
met4 | 0 | 0 | 0
met5 | 0 | 0 | -
met2 | 49 | 14.29 | 51
li1 | - | - | 362
met1 | 40 | 8.965 | 317
met3 | 11 | 3.068 | 0
==> placed cells by master (no fill, tap or decap) <==
master           synthesis  layout
mux2_4                  30      32
clkdlybuf4s50_1          0      10
buf_16                   0       1
dlygate4sd2_1            0      40
buf_2                    0      12
buf_6                    1      29
buf_4                    0       2
buf_8                    0       3
buf_12                   3       3
dlymetal6s2s_1           0      14
==> worst max-delay path, cell delays in order <==
cell	delay, ns
buf_12	0.11
buf_12	0.13
buf_8	0.12
mux2_4	0.30
buf_6	0.11
==> path summary, 6_finish.rpt <==
| path | endpoint | slack (ns) | depth (start not counted) |
|---|---|---|---|
| max | out[31] | -0.18 | 5 |
| min | out[24] | 0.69 | 3 |
==> metrics by stage <==
step                      std cells  setup slack, ns  util [%]  total power, mW
after floorplan                  36          0.06690         -           0.2063
after global placement          177          -0.4922     44.98           0.6538
after detailed placement        177          -0.4966     44.98           0.6549
after CTS                       192          -0.1777     47.03           0.6436
after global routing            192          -0.1938     49.71           0.7056
final                           192          -0.1754     49.71           0.6599
==> timing repair <==
| action | 4_1_cts | 5_1_grt |
|---|---|---|
| endpoints found under the setup margin | 32 | 32 |
| cloned | 1 | 0 |
| setup buffers | 14 | 0 |
| gates resized | 170 | 23 |
==> area by class of cell <==
class	instances	area, um2	share of cell area, %
Timing Repair Buffer	114	1160	68.31
Multi-Input combinational cell	32	480.5	28.30
Tap cell	46	57.56	3.390
Power figures rest on the tool's default switching activity, not on a simulated workload.
